$ cat ./config.mk
export PLATFORM = sky130hd
export DESIGN_NAME = FSM
export DESIGN_NICKNAME = FSM
export VERILOG_FILES = /design/flow/design.v
export SDC_FILE = /design/flow/constraint.sdc
export NUM_CORES = 4
export LEC_CHECK = 1
export CORE_AREA = 10 10 70 70
export DIE_AREA = 0 0 80 80
$ cat ./constraint.sdc
current_design FSM

set clk_period 2.4
set clk_io_pct 0.2

create_clock -name clk0 -period $clk_period [get_ports {clock}]

set non_clock_inputs [all_inputs -no_clocks]
set_input_delay [expr $clk_period * $clk_io_pct] -clock clk0 $non_clock_inputs
set_output_delay [expr $clk_period * $clk_io_pct] -clock clk0 [all_outputs]
$ cat ./design.v
module FSM(clock, reset, RFWrite, MemWrite, MemRead, PCWrite, IRload, MDRload, ABLD, ALUoutLD, ALUop, ALUA, ALU_B, Addrsel, RASel, RegIn,IR);
    input wire clock;
    input wire reset;
    output reg RFWrite;
    output reg MemWrite;
    output reg MemRead;
    output reg PCWrite;
    output reg IRload;
    output reg MDRload;
    output reg ABLD;
    output reg ALUoutLD;   
    output reg [2:0] ALUop;
    output reg ALUA;
    output reg [2:0] ALU_B;
    output reg Addrsel;
    output reg RASel;
    output reg RegIn;
    input wire [7:0] IR;  
 parameter FETCH = 2'b00, DECODE = 2'b01, EXEC = 2'b10, WRITEBACK = 2'b11;
 reg [1:0] state;
 reg [1:0] current_state, next_state;
 always @(*) begin
    case (current_state)
        FETCH:     next_state = DECODE;
        DECODE:    next_state = EXEC;
        EXEC:      next_state = WRITEBACK;
        WRITEBACK: next_state = FETCH;
        default:   next_state = FETCH;
    endcase
end
always @(*) begin
    RFWrite   = 0;
    MemWrite  = 0;
    MemRead   = 0;
    PCWrite   = 0;
    IRload    = 0;
    MDRload   = 0;
    ABLD      = 0;
    ALUoutLD  = 0;  
    ALUop     = 3'b000;
    ALUA      = 0;
    ALU_B     = 3'b000;
    Addrsel   = 0;
    RASel     = 0;   
    RegIn     = 0;
    case (current_state)
        FETCH: begin
            MemRead = 1;       
            Addrsel = 0;       
            IRload  = 1;       
            PCWrite = 1;       
        end
        DECODE: begin
            ABLD = 1;          
            RASel = 0;         
        end
        EXEC: begin
            case (IR[7:6])   
                2'b00: begin  
                    ALUA   = 1;       
                    ALU_B  = 3'b000;  
                    ALUop  = 3'b000;  
                    ALUoutLD = 1;     
                end
                2'b01: begin  
                    ALUA   = 1;       
                    ALU_B  = 3'b000;  
                    ALUop  = 3'b001;  
                    ALUoutLD = 1;     
                end
                2'b10: begin  
                    Addrsel = 1;      
                    MemRead = 1;      
                    MDRload = 1;      
                end
                2'b11: begin  
                    Addrsel = 1;      
                    MemWrite = 1;     
                end
            endcase
        end
        WRITEBACK: begin
            if (IR[7:6] == 2'b00 || IR[7:6] == 2'b01) begin
                RegIn   = 0;      
                RFWrite = 1;      
            end else if (IR[7:6] == 2'b10) begin
                RegIn   = 1;      
                RFWrite = 1;      
            end
        end
    endcase
end
always @(posedge clock or posedge reset) begin
    if (reset) begin
        current_state <= FETCH;  
    end else begin
        current_state <= next_state;  
    end
end
endmodule
$ cat ./run.sh
#!/bin/bash
# OpenROAD 26Q1-2900-gdf79404cd8, Yosys 0.63+post, stock flow scripts
make -C /OpenROAD-flow-scripts/flow DESIGN_CONFIG=/design/flow/config.mk WORK_HOME=/design/flow/orfs finish
==> flow_summary.yaml <==
# flow metrics
layout:
  drive_above_1_share_pct: 23.3
  largest_reg_flops: 4
  final_cell_mix: "clkdlybuf4s50_1, conb_1, clkbuf_4, dfrtp_1"
  regMostFlops: "current_state"
  nFillCells: 398
  reg.largest.list: "current_state: 4 flops"
  final_common_cell: "clkdlybuf4s50_1"
  area_delta_synth_final_pct: 84.5
  fin_cells: 89
floorplanning:
  design.core.area_um2: 3420
  initCoreUtil_pct: 7.55
  rows: 21
  die_area_um2: 6400
  die_x_um: 80
  die_h_um: 80
  io_pins: 28
worst_setup_path:
  rr_startpoint: "current_state[0]"
  r2r-end: "current_state[2]"
  cp_common_cell: "clkdlybuf4s50_1"
  endpoint: "ALUop[0]"
  critPathBufInv: 3
  crit_fanout: 4
  setup.worst_path.class: "in -> out"
  crit_chain: "clkdlybuf4s50_1, inv_1, nor4b_1, clkdlybuf4s50_1"
  r2r_cells: 0
  crit_slowest_cell: "clkdlybuf4s50_1"
  arrival_ns: 1.84
  reg2reg_slack_ns: 1.73
  cp-end-kind: "output pin"
  startpoint: "IR[6]"
  slowest_delay_ns: 0.52
  worstPathRequired_ns: 1.92
  path_depth: 4
  start_kind: "input pin"
  critPathTopFamily: "buffers and inverters"
route:
  num_vias: 231
  drt-initial-drc-count: 1
  wl_per_cell_um: 8.55
  wl_um: 761
  vias_per_cell: 2.60
  ant_nets: 0
  drtPass1Iterations: 2
  route.detailed.drc: 0
  antennaDiodeCount: 0
final_timing:
  fin_skew_ns: 0.00777
  fmaxAchievable_mhz: 431
  setup_viol: 0
  worst_slack_ns: 0.0790
  hold_violations: 0
  period_used_pct: 96.7
  finalSetupTns_ns: 0
  rsz0062_at_grt: "false"
  period_needed_ns: 2.32
  slew_violations: 0
  fin_hold_ws_ns: 0.436
clock_tree:
  cts_htree_levels: 1
  clkTransAtPathRegs_ns: 0.04
  cts.sinks: 4
  clk-insertion-delay-late_ns: 0.24
  cts_buffers: 3
  ctsHoldBuffers: 0
  root_buffer: "clkbuf_4"
  clockBufferDepth: 2
  cts_tree: "built"
synthesis:
  top_cells_by_area: "dfrtp_1, buf_4, dfstp_2, nor4b_2, and4b_2"
  synth_cell_types: 15
  synthCells: 26
  yosys.area.top_type_share_pct: 29.1
  ys_cells: 26
  ys_area_um2: 258
  yosys.area.top_type: "dfrtp_1"
  yosysSeqAreaShare_pct: 39.3
  yosys_warnings: 1
  numSynthFlops: 4
  synth_area_um2: 258
  synth_area_per_cell_um2: 9.91
power_and_ir_drop:
  pwr-share-seq_pct: 37.1
  p_sw_uw: 35.6
  peakVddDrop_uv: 79.5
  p_clk_share_pct: 49.6
  p_leak_uw: 0.000205
  power_density_nw_per_um2: 385
  intPower_uw: 147
  switching_share_pct: 19.5
  power_frac_comb_pct: 13.3
place:
  post-dp-hpwl_um: 631
  dp_cells: 85
  gp_congestion: 0.665
  pre_cts_slack_ns: 0.0165
  io_buffers: 15
flow_run:
  maxCapViolCount: 0
  warning_count: 31
run_status:
  status: "finished, final reports clean"
global_route:
  track_usage_pct: 2.25
  antenna_found_initial: 0
  gr-total-overflow: 0
  grt_pass1_vias: 249
  grt_max_degree: 9
  grt_pass1_wl_um: 1160
min_path:
  min_path_type: "in -> async"
## worst min path at each step
| stage | to | slack [ns] | cells past startpoint |
|---|---|---|---|
| CTS | current_state[2] | 0.43 | 0 |
| global route | current_state[1] | 0.45 | 2 |
| finish | current_state[1] | 0.44 | 2 |
## cells in the mapped netlist
cell      count
nor2_1        1
buf_4         8
and3_2        1
nor4b_1       1
a31o_2        1
conb_1        1
inv_1         2
a21boi_0      1
dfrtp_1       3
nor4b_2       1
nor4_1        1
and4b_2       1
and2_1        1
nor3_1        2
dfstp_2       1
## cell families (layout without fill, tap and decap cells)
logic type,after synthesis,in the layout,synth area share (%)
AND/OR/NAND/NOR,9,9,26.7
flip-flops,4,4,39.3
buffers and inverters,10,22,26.2
other,1,6,1.45
AND-OR/OR-AND,2,2,6.31
## what timing repair did
item | 4_1_cts | 5_1_grt
setup buffers | 0 | 0
endpoints found under the setup margin | 0 | 4
hold endpoints to repair | 0 | 0
gates resized | 0 | 3
## routing by layer
| metal | global-route usage, % | wire (µm) | up-vias |
|---|---|---|---|
| met2 | 2.09 | 222 | 19 |
| met4 | 0.704 | 0 | 0 |
| met5 | 0 | 0 | - |
| met3 | 2.73 | 196 | 0 |
| met1 | 2.86 | 342 | 102 |
| li1 | - | - | 110 |
## power by group through the flow
stage | Combinational (µW) | Sequential (µW) | Clock, µW
5_1_grt | 27.3 | 67.7 | 107
6_report | 24.4 | 67.9 | 90.7
4_1_cts | 24.0 | 67.8 | 96.5
## per-stage QoR
| step | area, µm² | util [%] | total power [µW] |
|---|---|---|---|
| floorplan | 277 | - | 81.2 |
| global placement | 432 | 12.6 | 92.5 |
| detailed placement | 432 | 12.6 | 92.6 |
| CTS | 458 | 13.4 | 188 |
| global route | 475 | 13.9 | 202 |
| finish | 475 | 13.9 | 183 |
## layout make-up
| class | count | area (µm²) | area share [%] |
|---|---|---|---|
| Multi-Input combinational cell | 17 | 123 | 25.8 |
| Sequential cell | 4 | 101 | 21.3 |
| Inverter | 2 | 7.51 | 1.58 |
| Timing Repair Buffer | 16 | 160 | 33.7 |
| Tap cell | 46 | 57.6 | 12.1 |
| Clock buffer | 4 | 26.3 | 5.53 |
Power is estimated from default activity; no workload was simulated.
