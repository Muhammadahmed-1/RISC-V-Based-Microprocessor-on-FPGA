**constraint.sdc**
```tcl
current_design ALU

set clk_period 6.9
set clk_io_pct 0.2

create_clock -name clk0 -period $clk_period

set non_clock_inputs [all_inputs -no_clocks]
set_input_delay [expr $clk_period * $clk_io_pct] -clock clk0 $non_clock_inputs
set_output_delay [expr $clk_period * $clk_io_pct] -clock clk0 [all_outputs]
```
**config.mk**
```make
export PLATFORM = sky130hd
export DESIGN_NAME = ALU
export DESIGN_NICKNAME = ALU
export VERILOG_FILES = /design/flow/design.v
export SDC_FILE = /design/flow/constraint.sdc
export NUM_CORES = 4
export LEC_CHECK = 1
export CORE_AREA = 10 10 70 70
export DIE_AREA = 0 0 80 80
```
**run.sh**
```bash
#!/bin/bash
# OpenROAD 26Q1-2900-gdf79404cd8, Yosys 0.63+post, stock flow scripts
make -C /OpenROAD-flow-scripts/flow DESIGN_CONFIG=/design/flow/config.mk WORK_HOME=/design/flow/orfs finish
```
**design.v**
```verilog
module ALU(A,B,ALUop,ALUout,Z,N);
        input wire [7:0] A, B;
        input wire [2:0] ALUop;
        output reg [7:0] ALUout;
        output reg Z, N;
        always @(*) begin
            case (ALUop)
                3'b000: ALUout = A + B;  
                3'b001: ALUout = A - B;  
                3'b010: ALUout = A & B;  
                3'b011: ALUout = A | B;  
                3'b100: ALUout = A ^ B;  
                default: ALUout = 8'b0; 
            endcase
            Z = (ALUout == 8'b0);  
            N = ALUout[7];  
        end 
endmodule         
```
==> job_summary.md <==
### Metrics collected by this job

| Metric | Value |
|---|---|
| Routed len/inst | 13.3 um |
| Placed inst area | 1350 um^2 |
| Setup Viol. Count Final | 0 |
| Iter 0 DRT Violations | 59 |
| Hold Path Class | input pin to output pin |
| Share of post-route cells with drive strength above 1 | 8.59% |
| FP Core Util | around 30% |
| Unique cell types | 38 |
| Power density over the cells | 81.2 nW/um^2 |
| Worst setup margin | 0.661 ns |
| GP Congestion | 0.849 |
| Seq cells | 0 |
| Post-synthesis sequential area ratio | 0% |
| Max Clk Rate | 160 MHz |
| Hold-fix buffers, CTS | 0 |
| DR pass1 iterations | 4 |
| Worst-Margin Slew | 0.462 ns |
| Drt drc | 0 |
| Post-route design area | 1350 um^2 |
| RSZ-0062 raised after global routing | false |
| Clock network fraction of total power | 0% |
| Arrival time worst endpoint | 4.86 ns |
| ANT cells | 0 |
| Top Ports | 29 |
| Non-filler cells in the finished layout | 209 |
| Int Pwr | slightly below 0.00006 W |
| Log Warnings | 41 |
| Most frequent logic cell in the layout | clkdlybuf4s50_1 |
| Placed cell count | ~210 |
| Fin. max-slew vios | 0 |
| Yosys stat area | 1020 um^2 |
| Cells after synthesis | 137 |
| Vias in the first global route | 979 |
| Port buffer count | 29 |
| Initial antenna violation count | 0 |
| Part of the power in registers | 0% |
| Number of cells in Yosys stat | 137 |
| GRT overflow | 0 |
| Clock buffers | 0 |
| Max Cap Viol | 0 |
| Post-CTS setup buffer count | 0 |
| Worst setup SP type | input pin |
| Setup total negative slack | 0 ns |
| Drt total wl | 2770 um |
| DRT antenna net count | 0 |
| NetSw | 0.0000509 W |
| First-pass GRT wire length | 4690 um |
| Largest net degree at the start of global routing | 18 |
| Max-slew headroom | between 60% and 70% |
| Yosys warning tally | 1 |
| Row count | 21 |
| WS Path Type | input pin to output pin |
| Via Count | 986 |
| P_leak | roughly 0.60 nW |
| Switch share | a little under half |
| Worst-case vdd ir drop | 26.0 uV |
| Endpoints failing hold | 0 |
| Post-CTS resize count | 0 |
| Combinational share of power | 100.0% |
| GR Util All Layers | about 8.7% |
| Placement Setup Slack | between 0.6 and 0.7 ns |
| Mean Syn Cell Area | 7.47 um^2 |
| Critical Path RT | 5.52 ns |
| Crit path time final | 6.24 ns |
| Max FO, Critical Path | 10 |
| Most frequent cells in the layout | 29 x clkdlybuf4s50_1, 24 x ha_1, 19 x inv_1, 13 x nor2_1, 9 x o21ai_0 |
| Period Utilization, post-route | 90.4% |
| HPWL Detailed | 2380 um |
| Sequential cell area | 0 um^2 |
| Mapped Area | 1020 um^2 |
| Routed vias/inst | 4.72 |
| Die x size | 80 um |
| Core area | approximately 3400 um^2 |
| Die H | approximately 80 um |
| Total power | 0.000109 W |
| Crit. End Element | output pin |
| Area Overhead vs Synth | 31.7% |
| Status | finished clean |
| Die area | 6400 um^2 |
-- cell type report --
type | count | area (um^2)
inverter | 19 | 71.3
fill | 356 | 2070
timing repair buffer | 31 | 305
multi-input combinational | 113 | 913
tap | 46 | 57.6
-- metal layers --
metal  vias to the layer above  part of all wire [%]  track usage [%]
met3                         0                   5.3             1.48
li1                        533                     -                -
met1                       441                    50             12.7
met5                         -                     0                0
met4                         0                     0                0
met2                        12                    45             13.7
-- cell usage after synthesis (all sizes together) --
master | count | area [um^2]
and2b | 1 | 8.76
mux2 | 1 | 11.3
o31a | 1 | 10.0
or2 | 2 | 12.5
fa | 1 | 20.0
buf | 5 | 38.8
nor2b | 4 | 32.5
a211oi | 4 | 30.0
a41oi | 1 | 8.76
nor4b | 2 | 30.0
xnor2 | 8 | 70.1
o22ai | 1 | 6.26
nand2b | 1 | 13.8
ha | 24 | 300
nand2 | 5 | 18.8
o31ai | 3 | 27.5
o21ai | 10 | 50.0
a21oi | 8 | 40.0
o21a | 4 | 30.0
o311a | 1 | 10.0
nor3 | 4 | 25.0
o21bai | 1 | 7.51
nand3 | 2 | 10.0
nor4 | 1 | 6.26
inv | 19 | 71.3
nor3b | 1 | 18.8
nor2 | 13 | 48.8
or3 | 1 | 6.26
a31oi | 7 | 50.1
mux2i | 1 | 10.0
-- final timing paths --
kind                  startpoint         to  slack, ns  cells past startpoint
worst max-delay path    ALUop[1]          Z       0.66                     12
worst min-delay path        A[0]  ALUout[0]       4.02                      7
-- through the flow --
step | hold slack (ns) | util [%]
2_1_floorplan | 2.94 | -
3_3_place_gp | 4.01 | 39.5
3_5_place_dp | 4.03 | 39.5
4_1_cts | 4.04 | 39.5
5_1_grt | 4.14 | 39.5
6_report | 4.02 | 39.5
-- power by group through the flow --
| stage | logic (W) | registers (W) | clock network, W |
|---|---|---|---|
| 4_1_cts | 0.000110 | 0 | 0 |
| 5_1_grt | 0.000123 | 0 | 0 |
| 6_report | 0.000109 | 0 | 0 |
-- worst max-delay path, stage by stage --
cell and delay, ns:
clkdlybuf4s50_1 0.64, nor3b_4 0.41, mux2_2 0.40, inv_1 0.07
ha_1 0.21, nor2b_1 0.14, o31a_2 0.31, nor3_1 0.18
mux2i_1 0.19, o21ai_0 0.14, nor4b_2 0.28, clkdlybuf4s50_1 0.50
-- logic make-up after synthesis --
kind of cell	Yosys count	synth area share, %
buffers and inverters	24	10.8
adders and majority gates	25	31.3
AOI/OAI and AO/OA	41	26.4
muxes	2	2.08
and+or+nand+nor	37	22.6
xor gates and xnor gates	8	6.85
Power figures rest on the tool's default switching activity, not on a simulated workload.
